**flow/config.mk**
```make
export PLATFORM = sky130hd
export DESIGN_NAME = pcinc
export DESIGN_NICKNAME = pcinc
export VERILOG_FILES = /design/flow/design.v
export SDC_FILE = /design/flow/constraint.sdc
export NUM_CORES = 4
export LEC_CHECK = 1
export CORE_AREA = 10 10 99 99
export DIE_AREA = 0 0 109 109
```
**flow/constraint.sdc**
```tcl
current_design pcinc

set clk_period 4.3
set clk_io_pct 0.2

create_clock -name clk0 -period $clk_period [get_ports {clk}]

set non_clock_inputs [all_inputs -no_clocks]
set_input_delay [expr $clk_period * $clk_io_pct] -clock clk0 $non_clock_inputs
set_output_delay [expr $clk_period * $clk_io_pct] -clock clk0 [all_outputs]
```
**flow/design.v**
```verilog
module pcinc (
    input wire [31:0] oldpc,
    input wire clk,
    output reg [31:0]newpc
);
    always @(posedge clk) begin
        newpc <= oldpc + 4;
    end
endmodule
```
**flow/run.sh**
```bash
#!/bin/bash
# OpenROAD 26Q1-2900-gdf79404cd8, Yosys 0.63+post, stock flow scripts
make -C /OpenROAD-flow-scripts/flow DESIGN_CONFIG=/design/flow/config.mk WORK_HOME=/design/flow/orfs finish
```
==> qor.yml <==
worstMarginPinSlew_ps: 540
area_delta_synth_final_pct: 70.0
ys_cells: 112
n_antenna_cell: 0
p_comb_frac: 0.145
io-pin-count: 65
mux_area_frac: 0
gp_congestion: 0.754
clkSinkCount: 32
grt_pass1_vias: 991
holdPathEnd: "newpc[1]$_DFF_P_"
path_clk_slew_ps: 60
cts_resized: 0
vias_per_cell: 3.55
wl_per_cell_um: 12.3
synth-adder-area-share: 0.0101
power-per-cell-area_nw_per_um2: 314
fillers: 785
ys_warn_count: 1
io_buffers: 64
h-tree-depth: 2
warnings: 25
slew_viol_final: 0
synth_cells: 112
grt_pass1_wl_um: 5220
fin_tns_setup_ps: 0
postCtsSetupBuffers: 0
dr.first_iter.drc_count: 47
dp_hpwl_um: 2900
routed_wl_um: 3500
leakage_nw: 0.782
grtUsageTotal: 0.0567
cts_root_buf: "clkbuf_8"
logic_area_um2: 583
max_slew_margin: 0.638
grt_antenna_before_repair: 0
initCoreUtil: 0.160
ys_types: 18
switching_power_uw: 137
finalSetupViolCount: 0
worstHoldStart: "oldpc[1]"
path_max_fanout: 8
p_total_uw: 659
core-area_um2: 7730
cp-end-kind: "register"
overflow: 0
clk_path_buf_depth: 2
max_freq_mhz: 399
seqPwrFrac: 0.483
drive_above_1_share: 0.0765
cp-start-kind: "input pin"
synth_seq_share: 0.519
firstDrtPassIters: 3
vias: 1012
whs_path_depth: 1
grt_max_degree: 10
finalCriticalPeriod_ps: 2500
die_h_um: 109
ys_area_um2: 1230
top_register: "newpc"
hold_viol: 0
ys_sh_simple: 0.263
rsz0062_at_grt: "no"
critPathKind: "input pin to register"
largest_reg_flops: 32
setup.worst_path.start: "oldpc[2]"
ys_ff: 32
finalCritPeriodShare: 0.583
status: "finished, final reports clean"
ys_sh_aoi: 0
p_clk_frac: 0.372
cp_data_required_time_ps: 4470
cp.arrival_ps: 2670
fp-row-count: 32
drc: 0
die_x_um: 109
xor_share: 0.199
irDropWorstVdd_mv: 0.105
die-area_um2: 11900
cts_hold_buffers: 0
netlist_logic_family_top: "simple AND/OR/NAND/NOR gates"
p_int_uw: 522
cap_viol_max_count: 0
cts_tree: "yes"
top_regs: "newpc x32"
final-seq-area_um2: 641
syn-cell-area_um2: 1230
postSynthAreaPerCell_um2: 11.0
cts_buffers: 5
ant_nets: 0
switching_share: 0.208
min_path_type: "input pin to register"
-- cell type report --
type,instances,area share
Sequential cell,32,0.305
Timing Repair Buffer,64,0.305
Multi-Input combinational cell,77,0.278
Tap cell,102,0.0608
Clock buffer,7,0.0459
Inverter,3,0.00536
-- cells in the final DEF, fill, tap and decap left out --
cell	synthesis	final
nor4_4	3	3
nand3_1	10	10
xor2_1	9	9
clkbuf_8	0	7
ha_1	1	1
clkdlybuf4s50_1	0	64
nand3_4	1	1
dfxtp_1	32	32
nand2_1	10	10
nor3_1	3	3
nand4_2	1	1
nor4_1	1	1
inv_1	3	3
and3_1	4	4
nand4_1	6	6
or2_1	1	1
nand3_2	1	1
nor2_1	6	6
nand4_4	1	1
xnor2_1	19	19
-- cells by family (layout without fill, tap and decap cells) --
family,after synthesis,after routing
xor gates and xnor gates,28,28
adders and majority gates,1,1
buffers and inverters,3,74
DFF,32,32
and+or+nand+nor,48,48
-- per-stage QoR --
step	hold slack [ps]	instances	util	cell area (um^2)	worst slack (ps)
floorplan	888	112	-	1230	2340
CTS	1030	285	0.272	2100	1760
detailed placement	1320	278	0.259	2000	1490
global route	1020	285	0.272	2100	1640
global placement	1310	278	0.259	2000	1480
finish	1040	285	0.272	2100	1800
-- how the worst max path moves through the flow --
stage                        to  depth (start not counted)
finish        newpc[30]$_DFF_P_                          6
global route  newpc[26]$_DFF_P_                          6
CTS           newpc[30]$_DFF_P_                          6
-- metal layers --
layer	part of all wire	routed length [um]	vias up	track usage
met3	0.14	499	5	0.0341
met5	0	0	-	0
met2	0.47	1660	35	0.0938
met1	0.36	1260	449	0.0610
li1	-	-	523	-
met4	0.024	85	0	0.0122
-- power by group through the flow --
| stage | clock, mW | sequential (mW) | combinational [mW] |
|---|---|---|---|
| 5_1_grt | 0.275 | 0.320 | 0.103 |
| 6_report | 0.245 | 0.319 | 0.0955 |
| 4_1_cts | 0.259 | 0.319 | 0.0976 |
-- cell usage after synthesis --
master,instances,area share
and3_1,4,0.020
dfxtp_1,32,0.52
ha_1,1,0.010
inv_1,3,0.0091
nand2_1,10,0.030
nand3_1,10,0.041
nand3_2,1,0.0081
nand3_4,1,0.014
nand4_1,6,0.030
nand4_2,1,0.010
nand4_4,1,0.017
nor2_1,6,0.018
nor3_1,3,0.012
nor4_1,1,0.0051
nor4_4,3,0.052
or2_1,1,0.0051
xnor2_1,19,0.13
xor2_1,9,0.064
-- worst max-delay path: stages --
cell             delay (ps)
clkdlybuf4s50_1         540
ha_1                    210
nand3_1                 250
nor4_4                  480
nand4_1                 180
xnor2_1                 150
No activity file was given, so power comes from the tool's default toggle rates.
