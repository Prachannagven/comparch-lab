`flow/design.v`:
```
module fa(
    input wire a,
    input wire b,
    input wire cin,
    output reg sum,
    output reg cout
);
    always @(*) begin
        {cout, sum} = a + b + cin;
    end
endmodule
module fourbitadd(
    input [3:0]a,
    input [3:0]b,
    input cin,
    output [3:0]sum,
    output cout
);
wire[3:1]cint;
fa FA0(.a(a[0]), .b(b[0]), .cin(cin), .sum(sum[0]), .cout(cint[1]));
fa FA1(.a(a[1]), .b(b[1]), .cin(cint[1]), .sum(sum[1]), .cout(cint[2])); 
fa FA2(.a(a[2]), .b(b[2]), .cin(cint[2]), .sum(sum[2]), .cout(cint[3])); 
fa FA3(.a(a[3]), .b(b[3]), .cin(cint[3]), .sum(sum[3]), .cout(cout));     
endmodule
module adder4(
    input wire [3:0] a,
    input wire [3:0] b,
    input wire cin,
    input wire m,
    output wire [3:0] sum,
    output wire cout
);
    wire [3:0] b_mod;
    assign b_mod = m ? (~b + 1) : b;
    fourbitadd FBA(.a(a), .b(b_mod), .cin(cin), .sum(sum), .cout(cout));
endmodule
```
`flow/run.sh`:
```
#!/bin/bash
# OpenROAD 26Q1-2900-gdf79404cd8, Yosys 0.63+post, stock flow scripts
make -C /OpenROAD-flow-scripts/flow DESIGN_CONFIG=/design/flow/config.mk WORK_HOME=/design/flow/orfs finish
```
`flow/config.mk`:
```
export PLATFORM = sky130hd
export DESIGN_NAME = adder4
export DESIGN_NICKNAME = adder4
export VERILOG_FILES = /design/flow/design.v
export SDC_FILE = /design/flow/constraint.sdc
export NUM_CORES = 4
export LEC_CHECK = 1
export CORE_AREA = 10 10 70 70
export DIE_AREA = 0 0 80 80
```
`flow/constraint.sdc`:
```
current_design adder4

set clk_period 5.1
set clk_io_pct 0.2

create_clock -name clk0 -period $clk_period

set non_clock_inputs [all_inputs -no_clocks]
set_input_delay [expr $clk_period * $clk_io_pct] -clock clk0 $non_clock_inputs
set_output_delay [expr $clk_period * $clk_io_pct] -clock clk0 [all_outputs]
```
==> qor.csv <==
metric,value,unit
area grow syn2layout,86.1,%
Peak VDD IR,40.4,uV
Netlist Area Pre-Place,206,sq um
"Worst Path Class, Setup",input pin to output pin,
AO/OA Area Share,0.0606,
share of post-route cells with drive strength above 1,0.0286,
most instantiated logic cells after routing,"clkdlybuf4s50_1 (15), inv_1 (10), fa_1 (4), xnor2_1 (2)",
IO Port Bufs,15,
post-route minimum period,4.79,ns
initial antenna violation count,0,
Synth top area share,0.388,
tool warnings,32,
routed wire length,571,um
CP required,4.08,ns
DR top layer,met3,
DRT Pass-1 Iters,2,
final-layout clock buffer total,0,
Slew Limit Fails,0,
first-pass GRT wire length,1.02,mm
Post-CTS Setup Bufs,0,
yosys cell count,24,
power consumption,40.6,uW
status,"complete, no violations",
WHS,3.08,ns
vias in the first global route,197,
sequential cell count,0,
yosys warns,1,
vias per cell,1.94,
Crit Path Max Fanout,2,
CP arrival,3.77,ns
max-cap violations,0,
GRT Util Overall,0.0197,
met2 WL,85,um
vias,157,
cells after synthesis,24,
max_slew headroom,0.820,
xor+xnor area frac,0.0848,
M1 wire length,275,um
sequential fraction of the synthesis area,0,
Top logic family,adder cells,
antenna cells,0,
Placer Congestion,0.765,
multiplexer share of the synthesized area,0.0485,
biggest area consumer among synthesized cells,fa_1,
Avg WL per Cell,7.05,um
number of gates resized after CTS,0,
yosys stat area,206,sq um
"top cells, area","fa_1 (39%), inv_1 (18%), buf_4 (15%)",
number of fill cells,400,
setup TNS,0,ns
CP startpoint kind,input pin,
HPWL Detailed,571,um
largest net degree at the start of global routing,4,
simple-gate share of the synthesized area,0.0303,
maximum clock rate,0.209,GHz
Worst-Margin Slew,0.269,ns
DIE AREA,6400,sq um
Synth Area in Adders,0.448,
syn avg cell area,8.60,sq um
core region area,3420,sq um
pwr dens,106,nW/um^2
Yosys cell types,8,
Die Wd,80,um
register area,0,sq um
# hold bufs at CTS,0,
Commonest Layout Cell,clkdlybuf4s50_1,
DRC marker count from the first detailed-route iteration,2,
DRC,0,
Tcrit/Tclk final,0.939,
Final Hold Vio Count,0,
die y size,80,um
routed wl met3,210,um
final setup vio count,0,
Ports,15,
Critical Path Sink Type,output pin,
Rows,21,
total gr overflow,0,
fp_density,0.0604,
worst hold path type,input pin to output pin,
RSZ-0062 raised after global routing,no,
Routed Antenna Nets,0,
leak pwr,0.164,nW
logic area,139,sq um
[path summary, 6_finish.rpt]
check	startpoint	end	depth (start not counted)
hold / removal	cin	sum[0]	5
setup / recovery	b[0]	sum[3]	8
[where the power goes]
group          switching, mW  internal, mW  leakage (nW)
registers                  0             0             0
logic                 0.0124        0.0282         0.164
clock network              0             0             0
[logic make-up after synthesis]
kind of cell,count (synthesis)
xor+xnor,2
fa+ha+maj,5
simple gates,1
buf+inv,14
compound gates,1
mux,1
[cell type report]
| type | count | share of cell area |
|---|---|---|
| multi-input cells | 10 | 0.362 |
| inverters | 10 | 0.0977 |
| well taps | 46 | 0.150 |
| repair buffers | 15 | 0.391 |
[synthesized netlist by cell type (all sizes together)]
library cell,n
mux2i,1
inv,10
nor2b,1
ha,1
o31ai,1
xnor2,2
buf,4
fa,4
[metrics by stage]
step | instance area [sq um] | utilization | setup WS (ns) | cells
after global placement | 384 | 0.112 | 0.293 | 81
after detailed placement | 384 | 0.112 | 0.278 | 81
final | 384 | 0.112 | 0.313 | 81
after CTS | 384 | 0.112 | 0.273 | 81
after floorplan | 206 | - | 1.18 | 24
after global routing | 384 | 0.112 | 0.112 | 81
[worst max-delay path: stages]
cell and delay [ns]:
clkdlybuf4s50_1 0.50, inv_1 0.08, fa_1 0.41, fa_1 0.42, fa_1 0.40, inv_1 0.09, fa_1 0.41, clkdlybuf4s50_1 0.43
[per-layer routing]
layer  vias up  track usage
li1         85            -
met2        15       0.0201
met5         -            0
met3         0       0.0250
met4         0            0
met1        57       0.0255
Power and IR drop assume default switching activity.
